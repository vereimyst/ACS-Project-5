## /design/flow/run.sh

```bash
#!/bin/bash
# OpenROAD 26Q1-2900-gdf79404cd8, Yosys 0.63+post, stock flow scripts
make -C /OpenROAD-flow-scripts/flow DESIGN_CONFIG=/design/flow/config.mk WORK_HOME=/design/flow/orfs finish
```

## /design/flow/config.mk

```make
export PLATFORM = sky130hd
export DESIGN_NAME = top_module
export DESIGN_NICKNAME = top_module
export VERILOG_FILES = /design/flow/design.v
export SDC_FILE = /design/flow/constraint.sdc
export NUM_CORES = 4
export LEC_CHECK = 1
export CORE_AREA = 10 10 70 70
export DIE_AREA = 0 0 80 80
```

## /design/flow/constraint.sdc

```tcl
current_design top_module

set clk_period 5.1
set clk_io_pct 0.2

create_clock -name clk0 -period $clk_period [get_ports {clk}]

set non_clock_inputs [all_inputs -no_clocks]
set_input_delay [expr $clk_period * $clk_io_pct] -clock clk0 $non_clock_inputs
set_output_delay [expr $clk_period * $clk_io_pct] -clock clk0 [all_outputs]
```

## /design/flow/design.v

```verilog
module full_adder (
    input  wire a,      
    input  wire b,      
    input  wire cin,    
    output wire sum,    
    output wire cout    
);
    assign sum = a ^ b ^ cin;
    assign cout = (a & b) | (cin & (a ^ b));
endmodule
module reduced_carry_adder #(parameter N = 8, CARRY_LIMIT = 4) (
    input wire [N-1:0] a,        
    input wire [N-1:0] b,        
    output wire [N-1:0] sum      
);
    wire [N:0] carry;            
    assign carry[0] = 0;         
    genvar i;
    generate
        for (i = 0; i < N; i = i + 1) begin
            if (i < CARRY_LIMIT) begin
                full_adder fa (
                    .a(a[i]),
                    .b(b[i]),
                    .cin(carry[i]),
                    .sum(sum[i]),
                    .cout(carry[i+1])
                );
            end else begin
                assign sum[i] = a[i] ^ b[i];  
            end
        end
    endgenerate
endmodule
module ripple_carry_adder #(parameter N = 8) (
    input  wire [N-1:0] a,     
    input  wire [N-1:0] b,     
    input  wire        cin,    
    output wire [N-1:0] sum,   
    output wire        cout    
);
    wire [N:0] carry;   
    assign carry[0] = cin;
    genvar i;
    generate
        for (i = 0; i < N; i = i + 1) begin : gen_full_adder
            full_adder fa (
                .a(a[i]),
                .b(b[i]),
                .cin(carry[i]),
                .sum(sum[i]),
                .cout(carry[i+1])
            );
        end
    endgenerate
    assign cout = carry[N];
endmodule
module simplified_logic_adder #(parameter N = 8) (
    input  wire [N-1:0] a,
    input  wire [N-1:0] b,
    output wire [N-1:0] sum
);
    assign sum = a | b;   
endmodule
module stochastic_adder #(parameter N = 8) (
    input wire [N-1:0] a,        
    input wire [N-1:0] b,        
    input wire clk,              
    output wire [N-1:0] sum      
);
    reg [N-1:0] random_bits;     
    always @(posedge clk) begin
        random_bits <= {random_bits[N-2:0], random_bits[N-1] ^ random_bits[N-3]};  
    end
    genvar i;
    generate
        for (i = 0; i < N; i = i + 1) begin
            assign sum[i] = (a[i] ^ b[i]) ^ random_bits[i];
        end
    endgenerate
endmodule
`timescale 1ns/1ps
module top_module #(parameter N = 8, CARRY_LIMIT = 4) (
    input wire [N-1:0] a,        
    input wire [N-1:0] b,        
    input wire clk,              
    output wire [N-1:0] sum_exact,        
    output wire [N-1:0] sum_truncated,    
    output wire [N-1:0] sum_simplified,   
    output wire [N-1:0] sum_reduced,      
    output wire [N-1:0] sum_stochastic    
);
    wire cout_exact;  
    ripple_carry_adder #(N) exact_adder (
        .a(a),
        .b(b),
        .cin(1'b0),
        .sum(sum_exact),
        .cout(cout_exact)
    );
    truncated_adder #(N, N/2) truncated_adder_inst (
        .a(a),
        .b(b),
        .sum(sum_truncated)
    );
    simplified_logic_adder #(N) simplified_adder_inst (
        .a(a),
        .b(b),
        .sum(sum_simplified)
    );
    reduced_carry_adder #(N, CARRY_LIMIT) reduced_adder_inst (
        .a(a),
        .b(b),
        .sum(sum_reduced)
    );
    stochastic_adder #(N) stochastic_adder_inst (
        .a(a),
        .b(b),
        .clk(clk),
        .sum(sum_stochastic)
    );
endmodule
module truncated_adder #(parameter N = 8, T = 4) (  
    input  wire [N-1:0] a, 
    input  wire [N-1:0] b,
    output wire [N-1:0] sum
);
    wire [N-1:T] a_truncated, b_truncated;
    assign a_truncated = a[N-1:T];   
    assign b_truncated = b[N-1:T];
    assign sum[N-1:T] = a_truncated + b_truncated;   
    assign sum[T-1:0] = 0;   
endmodule
```

==> Slide: Implementation Results <==
Run Summary

Clocking
  • Clk slew on worst S/H paths: about 0.050 ns
  • CTS Buffer Depth: 2
  • CTS sink cnt: 8
  • CTS tree: built
  • H-tree levels: 1
  • Late-Pin Clk Latency: around 0.24 ns
  • TritonCTS Buffers: 3
  • Root buffer cell: clkbuf_4

Global routing
  • Initial antenna violation count: 0
  • First-pass GRT wire length: between 2000 and 3000 um
  • Vias in the first global route: ~630
  • Largest net degree at the start of global routing: 5
  • GRT Residual Overflow: 0
  • Total GRT Usage: 5.70%

Floorplan
  • Chip Height: approximately 80 um
  • Fp util: 23.4%
  • Die Area: about 6400 um^2
  • DIE WIDTH: about 80 um
  • Row cnt: 21
  • Num ports: 57
  • Core ar.: approximately 3400 um^2

STA
  • Fmax: ~0.2 GHz
  • Total Neg Setup Slack: 0 ns
  • Fin. Hold Viols: 0
  • Final Max Tran Viols: 0
  • Cycle use final: slightly below 100%
  • Setup Skew: between 0.003 and 0.004 ns
  • RSZ-0062 raised after global routing: false
  • Min Tclk post-route: around 5.0 ns
  • Worst setup margin: ~0.14 ns
  • Final setup violation count: 0

Finish
  • Area grow syn2layout: 62.3%
  • Layout cells sized above 1: approximately 8.7%
  • Top flop regs: stochastic_adder_inst.random_bits: 8 flops
  • Final core utilization: approximately two fifths
  • Final Instance Count excl. Fillers: 172
  • Max reg flops: 8
  • Top reg by flops: stochastic_adder_inst.random_bits
  • Fillcell total: ~350

Pwr
  • Clock power frac: between 20% and 30%
  • Comb power frac: 51.0%
  • Max VDD drop: around 0.000065 V
  • Reg power frac: ~28%
  • Pwr dens: 170 nW/um^2
  • Tot Pwr: between 200 and 250 uW
  • Net Switching: around 50 uW
  • Pleak: around 0.64 nW
  • Sw Ratio: roughly 23%
  • Pint: between 150 and 200 uW

Yosys
  • Yosys reg bits: 8
  • Seq share, synth: roughly a fifth
  • Cell Area, Synth: roughly 800 um^2
  • Synthesized instance count: around 85
  • Top cells by area: dfxtp_1 (20%), ha_1 (19%), fa_1 (18%), buf_4 (16%), inv_1 (12%)
  • YS chip area: between 800 and 900 um^2
  • Cells in synth_stat.txt: 85
  • Synth cell types: 10
  • Yosys warning tally: 1
  • Mapped Avg Cell Area: 9.42 um^2
  • Area leader share: 20.0%
  • Dominant cell type by area after synthesis: dfxtp_1

Run
  • # Max-Cap Violations: 0
  • Log Warnings: 30

Routing
  • Metal3 WL: approximately 360 um
  • Vias: 600
  • WL per Instance: 10.7 um
  • # diodes: 0
  • M1 WL: 776 um
  • DRT iter0 DRCs: 12
  • Pre-antenna DRT Iters: 2
  • Via density: 3.49
  • Drt drc: 0
  • Top Metal Used: met4
  • Routed met2 length: roughly 690 um
  • Final antenna-violating net count: 0
  • Detailed Route WL: 1850 um

Critical path
  • WS Path Type: in2out
  • Slowest cell on crit path: fa_2
  • Critical Path, Cell by Cell: dlygate4sd2_1 -> ha_2 -> fa_2 -> fa_2 -> fa_2 -> fa_2 -> fa_2 -> fa_2 -> dlygate4sd2_1
  • CP Max Fanout: 2
  • Worst Setup Start Kind: input pin
  • Top cell by count, worst path: fa_2
  • Worst Path Required: just over 4 ns
  • CP endpoint kind: output pin
  • Arrival @ worst endpoint: 3.94 ns
  • Peak per-stage delay on the critical path: 0.51 ns

Placed design
  • Port bufs: ~52
  • HPWL Detailed: 1670 um
  • # placed instances: 169
  • Pre-CTS setup slack: -0.558 ns
  • Placer Congestion: approximately 0.76

Hold path
  • Hold/Removal Path Class: reg2reg

Outcome
  • Run status: complete, no violations
placed cells by master (no fill, tap or decap), drive strengths merged:
cell	count
clkdlybuf4s50	47
conb	4
dlygate4sd2	4
xor2	10
dlymetal6s2s	1
a21o	1
fa	7
inv	26
xnor2	2
clkbuf	3
dfxtp	8
a21oi	1
ha	12
cell usage after synthesis:
master	n
inv_1	26
buf_4	17
ha_1	12
xor2_1	10
dfxtp_1	8
fa_1	7
xnor2_1	2
a21o_1	1
a21oi_2	1
conb_1	1
timing repair:
| action | 4_1_cts | 5_1_grt |
|---|---|---|
| setup endpoints to repair | 3 | 2 |
| gates cloned | 0 | 0 |
| resized | 11 | 1 |
| hold buffers | 0 | 0 |
| setup buffers | 0 | 0 |
| pin swaps | 6 | 3 |
worst max-delay path: cells and delay by family:
| kind | cells | cell delay, ns |
|---|---|---|
| adders and majority gates | 7 | 2.46 |
| buffers and inverters | 2 | 0.46 |
power groups by stage:
stage     sequential, mW  clock [mW]  combinational [mW]
4_1_cts           0.0626      0.0477               0.118
5_1_grt           0.0625      0.0521               0.128
6_report          0.0626      0.0455               0.112
worst paths after layout:
| kind | start | endpoint | slack [ns] | depth (start not counted) |
|---|---|---|---|---|
| worst max-delay path | b[0] | sum_exact[6] | 0.14 | 9 |
| worst min-delay path | stochastic_adder_inst.random_bits[2]$_DFF_P_ | stochastic_adder_inst.random_bits[3]$_DFF_P_ | 0.36 | 0 |
| worst max register to register | stochastic_adder_inst.random_bits[5]$_DFF_P_ | stochastic_adder_inst.random_bits[0]$_DFF_P_ | 4.49 | 1 |
| worst min register to register | stochastic_adder_inst.random_bits[2]$_DFF_P_ | stochastic_adder_inst.random_bits[3]$_DFF_P_ | 0.36 | 0 |
routing by layer:
metal / vias to the layer above / GRT usage (%)
met5: - / 0
met4: 0 / 0.704
met3: 2 / 3.64
met2: 41 / 8.27
met1: 256 / 7.19
li1: 301 / -
stage by stage:
stage / hold slack (ns) / instance area [um^2]
after floorplan: 0.349 / 812
after global placement: 0.359 / 1260
after detailed placement: 0.357 / 1260
after CTS: 0.368 / 1300
after global routing: 0.374 / 1300
final: 0.363 / 1300
layout make-up:
cell class | count | area, um^2 | area share, %
clock buffer | 3 | 22.5 | 1.73
inverter | 26 | 97.6 | 7.51
multi-input combinational | 37 | 444 | 34.2
sequential | 8 | 160 | 12.3
tap | 46 | 57.6 | 4.43
timing repair buffer | 52 | 518 | 39.8
cells by family (layout without fill, tap and decap cells):
kind of cell	Yosys count	count (layout)	synth area share [%]
flops	8	8	20.0
buf+inv	43	81	28.1
other cells	1	4	0.468
fa+ha+maj	19	19	36.2
compound gates	2	2	2.03
xor+xnor	12	12	13.1
Power figures rest on the tool's default switching activity, not on a simulated workload.
